===== /design/flow/config.mk =====
export PLATFORM = sky130hd
export DESIGN_NAME = vgacontroller
export DESIGN_NICKNAME = vgacontroller
export VERILOG_FILES = /design/flow/design.v
export SDC_FILE = /design/flow/constraint.sdc
export NUM_CORES = 4
export LEC_CHECK = 1
export CORE_UTILIZATION = 30

===== /design/flow/constraint.sdc =====
current_design vgacontroller

set clk_period 18.2
set clk_io_pct 0.2

create_clock -name clk0 -period $clk_period [get_ports {vgaHz}]

set non_clock_inputs [all_inputs -no_clocks]
set_input_delay [expr $clk_period * $clk_io_pct] -clock clk0 $non_clock_inputs
set_output_delay [expr $clk_period * $clk_io_pct] -clock clk0 [all_outputs]

===== /design/flow/design.v =====
`timescale 1ns / 1ps
module hsync(pixelclk, hsync_out, blank_out, newline_out);
	parameter TOTAL_COUNTER = 800;
	parameter SYNC = 96;
	parameter BACKPORCH = 48;
	parameter DISPLAY = 640;
	parameter FRONTPORCH = 16;
	input pixelclk;
	output hsync_out, blank_out, newline_out;
	reg hsync_out, blank_out, newline_out;
	reg [15:0] counter = 16'b0;
	always @ (posedge pixelclk) begin	 
		if(counter < TOTAL_COUNTER)						 
			counter <= counter + 16'b0000000000000001;
		else
			counter <= 16'b0;
	end
	always @ (posedge pixelclk) begin	 
		if(counter < (DISPLAY + FRONTPORCH))
			hsync_out <= 1;
		else if(counter >= (DISPLAY + FRONTPORCH) && counter < (DISPLAY + FRONTPORCH + SYNC))
			hsync_out <= 0;
		else if(counter >= (DISPLAY + FRONTPORCH + SYNC))	
			hsync_out <= 1;	
	end
	always @ (posedge pixelclk) begin	 
		if(counter < DISPLAY)
			blank_out <= 0;
		else
			blank_out <= 1;
	end
	always @ (posedge pixelclk) begin	 
		if(counter == 0)
			newline_out <= 1;
		else
			newline_out <= 0;
	end
endmodule
module vsync(newline_in, vsync_out, blank_out);
	parameter TOTAL_COUNTER = 525;
	parameter SYNC = 2;
	parameter BACKPORCH = 33;
	parameter DISPLAY = 480;
	parameter FRONTPORCH = 10;
	input newline_in;
	output vsync_out, blank_out;
	reg vsync_out, blank_out;
	reg [15:0] counter = 16'b0;
	always @ (posedge newline_in) begin	 
		if(counter < TOTAL_COUNTER)
			counter <= counter + 16'b0000000000000001;
		else
			counter <= 16'b0;
	end
	always @ (posedge newline_in) begin	 
		if(counter < (DISPLAY + FRONTPORCH))
			vsync_out <= 1;
		else if(counter >= (DISPLAY + FRONTPORCH) && counter < (DISPLAY + FRONTPORCH + SYNC))
			vsync_out <= 0;
		else if(counter >= (DISPLAY + FRONTPORCH + SYNC))
			vsync_out <= 1;
	end
	always @ (posedge newline_in) begin	 
		if(counter < DISPLAY)
			blank_out <= 0;
		else
			blank_out <= 1;
	end
endmodule
module data(clk, board, hblank, vblank, r, g, b, falling_t, falling_space, falling_row, falling_col);
	input clk, hblank, vblank;
    input [199:0] board;
    input [2:0] falling_t;
    input [15:0] falling_space;
    input [4:0] falling_row;
    input [3:0] falling_col;
	output [2:0] r, g;
    output [1:0] b;
	reg [2:0] r, g;
    reg [1:0] b;
    reg [11:0] horizontalcounter;
    reg [11:0] verticalcounter;
    reg [4:0] curRow;
    reg [3:0] curCol;
    initial begin
      horizontalcounter = 0;
      verticalcounter = 0;
      curRow = 0;
      curCol = 0;
    end
	always @ (posedge clk) begin
        horizontalcounter <= horizontalcounter + 1;
        if(horizontalcounter >= 800) begin  
            horizontalcounter <= 0;
            verticalcounter <= verticalcounter + 1;
            if(verticalcounter >= 525) begin    
                verticalcounter <= 0;
            end
        end
		if (hblank == 1 || vblank == 1) begin  
			r <= 0;
			g <= 0;
			b <= 0;
		end
		else begin  
            curRow = 19-(verticalcounter-40)/20;
            curCol = (horizontalcounter-220)/20;
            if(verticalcounter < 40 || verticalcounter > 440 || horizontalcounter < 220 || horizontalcounter > 420) begin  
              r <= 3'b100;
              g <= 3'b100;
              b <= 2'b10;
            end
            else begin   
              if ( board[(19-(verticalcounter-40)/20)*10+((horizontalcounter-220)/20)] ) begin  
                r <= 3'b001;
                g <= 3'b110;
                b <= 2'b01;
              end
              else if (curRow+2-falling_row<4 && curCol+2-falling_col<4 &&
                       falling_space[(curRow+2-falling_row)*4+curCol+2-falling_col]) begin
                 r <= 3'b000;
                 g <= 3'b010;
                 b <= 2'b11;
              end
              else begin  
              r <= 3'b110;
              g <= 3'b110;
              b <= 2'b10;
              end
            end
		end
	end
endmodule
module vgacontroller(vgaHz, board, vsync, hsync, r, g, b, falling_t, falling_space, falling_row, falling_col);
	input vgaHz;
    input [199:0] board;
    input [2:0] falling_t;
    input [15:0] falling_space;
    input [4:0] falling_row;
    input [3:0] falling_col;
	output vsync, hsync;
	output [2:0] r, g;
    output [1:0] b;
	wire vgaHz, hblank, vblank, newline;
	hsync horizontal(vgaHz, hsync, hblank, newline);
	vsync vertical(newline, vsync, vblank);
	data display(vgaHz, board, hblank, vblank, r, g, b, falling_t, falling_space, falling_row, falling_col);
endmodule

===== /design/flow/run.sh =====
#!/bin/bash
# OpenROAD 26Q1-2900-gdf79404cd8, Yosys 0.63+post, stock flow scripts
make -C /OpenROAD-flow-scripts/flow DESIGN_CONFIG=/design/flow/config.mk WORK_HOME=/design/flow/orfs finish

==> impl_metrics.csv <==
group,metric,value,unit
final_layout,areaGrowthSynthToFinish,34.5,%
synth,async_flop_share,0,
synth,synth-seq-area-share,0.183,
power,p_leak,0.00412,uW
synth,enable_flop_cells,12,
detailed_routing,wl_per_cell,17.0,um
clock_tree,cts_max_level,2,
detailed_routing,via_per_inst,5.24,
global_route,overflow,0,
floorplan,ios,239,
global_route,antenna_found_initial,5,
synth,ys_cells,1038,
final_timing,finalMaxSlewViolations,0,
placed_design,port_buffers,234,
floorplan,die_h,166,um
placed_design,gp_congestion,0.962,
synth,yosys_register_bits,68,
worst_setup_path,end_kind,"flip-flop",
floorplan,chipArea,27700,um^2
final_timing,untimed_endpoints,13,
synth,fa_ha_area_frac,0.107,
power,p_per_area,219,nW/um^2
synth,ys_area,8100,um^2
final_timing,unclocked_pins,18,
synth,synth_warnings,3,
synth,mux_area_frac,0.0621,
detailed_routing,first_pass_iters,24,
global_route,grt_max_degree,49,
floorplan,fp_util,0.308,
worst_setup_path,critPathLaunchType,"flip-flop",
final_timing,slew_headroom,0.461,
final_timing,hold_violations,0,
clock_tree,cts_root_buf,"clkbuf_16",
final_timing,rsz0062_at_grt,"false",
floorplan,std_cell_rows,59,
clock_tree,ctsResizeCount,0,
synth,simple_gate_area_frac,0.218,
worst_setup_path,max_stage_delay,0.87,ns
final_timing,setup_tns,0,ns
clock_tree,cts_tree,"yes",
synth,synth-xor-area-share,0.0990,
global_route,grt_pass1_vias,7620,
final_timing,max_slew.worst_pin.slew,0.803,ns
final_timing,finClkSkew,0.00704,ns
detailed_routing,antenna_left,0,
synth,syn_inst,1038,
flow_run,max_cap_viol_count,0,
final_layout,layout-drive-gt1-share,0.0574,
worst_setup_path,cp.arrival,8.99,ns
floorplan,core-area,26300,um^2
power,vdd_drop_max,0.263,mV
final_timing,setup_viol,0,
synth,synth-compound-area-share,0.265,
placed_design,dp_cells,1583,
synth,yosys_most_used_dff,"dfxtp_1",
detailed_routing,vias,8350,
floorplan,die_x,166,um
final_timing,finalCriticalPeriod,8.85,ns
clock_tree,clk_latency,0.29,ns
placed_design,dpl.hpwl,22.0,mm
final_timing,period_used_share,0.486,
worst_setup_path,path_class,"reg2reg",
detailed_routing,drtIter0Drc,438,
global_route,grt_use_total,0.195,
synth,synth.distinct_cells,102,
clock_tree,cts.path.max_buffers,2,
clock_tree,cts_made_buffers,5,
worst_setup_path,cpMostUsedCell,"inv_1",
detailed_routing,drc,0,
worst_setup_path,cp.required,18.34,ns
global_route,grt_pass1_wl,42.2,mm
clock_tree,clk_pin_slew,0.06,ns
worst_setup_path,slowest_stage,"fa_1",
clock_tree,cts_hold_buffers,0,
worst_setup_path,cp_max_fo,23,
final_timing,holdWs,0.468,ns
worst_hold_path,hold_class,"reg2reg",
clock_tree,cts_setup_buffers,0,
detailed_routing,wl,27.1,mm
synth,syn_area,8100,um^2
final_timing,fmax,113,MHz
synth,syn_area_per_cell,7.81,um^2
synth,top_logic_kind,"AND-OR/OR-AND gates",
final_layout,final_cells,1595,
status,outcome,"completed",
flow_run,tool_warnings,43,
[Yosys cell counts, drive strengths merged (9+ instances only)]
cell     n  area [um^2]
xor2    36          315
and3    23          144
buf     26          190
a21o    17          135
inv     59          221
dfxtp   56         1120
mux4    11          248
o21ai   57          289
a211oi  17          133
nand3   56          280
edfxtp  12          360
xnor2   53          464
nand2   96          384
a21oi   48          252
nor3    23          115
ha      57          713
nor2    98          370
o211ai  13         97.6
mux2i   21          210
o22ai   38          244
a31oi   12         90.1
o31ai    9         67.6
nor4    13         87.6
clkbuf  31          116
[cells by family after synthesis]
| group | count (synthesis) |
|---|---|
| simple gates | 363 |
| flops | 68 |
| mux | 36 |
| fa+ha+maj | 65 |
| compound gates | 297 |
| xor+xnor | 90 |
| buf+inv | 118 |
| other cells | 1 |
[layout by cell type (no fill, tap or decap), types with 12 or more instances in the layout]
master           Yosys  final
xor2_1              36     36
edfxtp_1            12     12
conb_1               1     18
buf_4                4     16
clkdlybuf4s50_1      0    234
and3_1              23     23
ha_1                57     57
nor4_1              12     12
nor3_1              23     23
a21o_1              16     16
a211oi_1            16     16
o22ai_1             37     37
nand3_1             56     56
nand2_1             92     92
mux2i_1             21     21
dfxtp_1             56     56
a21oi_1             47     47
o21ai_0             52     52
xnor2_1             53     53
o211ai_1            13     13
inv_1               58     58
nor2_1              97     97
[critical path: cells and delay by family, from the launching register on]
kind,cells,cell delay [ns]
and+or+nand+nor,5,0.96
adders and majority gates,2,1.16
AOI/OAI and AO/OA,13,3.63
muxes,1,0.31
xor gates and xnor gates,2,0.89
DFF,1,0.54
buffers and inverters,5,1.22
[path summary, 6_finish.rpt]
| path | startpoint | endpoint | slack (ns) | depth (start not counted) |
|---|---|---|---|---|
| max | display.verticalcounter[3]$_SDFFCE_PP0P_ | display.b[1]$_SDFF_PP0_ | 9.35 | 28 |
| min | display.horizontalcounter[0]$_SDFF_PP0_ | display.horizontalcounter[0]$_SDFF_PP0_ | 0.47 | 1 |
| max reg2reg | display.verticalcounter[3]$_SDFFCE_PP0P_ | display.b[1]$_SDFF_PP0_ | 9.35 | 28 |
| min reg2reg | display.horizontalcounter[0]$_SDFF_PP0_ | display.horizontalcounter[0]$_SDFF_PP0_ | 0.47 | 1 |
[final cells by class]
cell class | count | area [um^2]
antenna | 5 | 12.5
timing repair buffer | 250 | 2460
clock buffer | 5 | 125
inverter | 61 | 229
fill | 2672 | 15400
multi-input combinational | 869 | 6150
sequential | 68 | 1480
clock inverter | 2 | 12.5
tap | 335 | 419
[layer usage]
layer,vias up,GRT usage,routed length (um),part of all wire
met5,-,0,0,0
met1,3798,0.254,11300,0.42
met4,0,0.0451,580,0.021
li1,4256,-,-,-
met3,36,0.0328,1820,0.067
met2,260,0.339,13400,0.49
[stage by stage]
step	power (uW)	util	area (um^2)	setup WS (ns)
4_1_cts	2410	0.414	10900	9.32
3_3_place_gp	2290	0.409	10700	9.43
6_report	2390	0.415	10900	9.35
5_1_grt	2620	0.415	10900	8.67
2_1_floorplan	1720	-	8170	11.04
3_5_place_dp	2310	0.409	10700	9.34
[registers in the layout, summed over array words and instances, names as in the netlist]
signal and cells:
horizontal.counter 16, vertical.counter 16, display.horizontalcounter 12, display.verticalcounter 12
display.r 3, display.b 2, display.g 2, horizontal.blank_out 1
horizontal.hsync_out 1, horizontal.newline_out 1, vertical.blank_out 1, vertical.vsync_out 1
[where the power goes]
| part | switching (uW) | internal (uW) | total, uW |
|---|---|---|---|
| clock network | 37.8 | 50.3 | 88.1 |
| logic | 1270 | 904 | 2180 |
| registers | 4.67 | 118 | 122 |
| total | 1320 | 1070 | 2390 |
Power is estimated from default activity; no workload was simulated.
